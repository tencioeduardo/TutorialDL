==> ./design.v <==
module blinky_led # (
    parameter WAIT_TIME = 13500000
)(
    input  logic         clk,
    output logic [5 : 0] led
);
logic [5 : 0]  ledCounter   = 0;
logic [23 : 0] clockCounter = 0;
always_ff @ (posedge clk) begin
    clockCounter <= clockCounter + 1;
    if (clockCounter == WAIT_TIME) begin
        clockCounter <= 0;
        ledCounter   <= ledCounter + 1;
    end
end
assign led = ~ledCounter;
endmodule
==> ./run.sh <==
#!/bin/bash
# OpenROAD 26Q1-2900-gdf79404cd8, Yosys 0.63+post, stock flow scripts
make -C /OpenROAD-flow-scripts/flow DESIGN_CONFIG=/design/flow/config.mk WORK_HOME=/design/flow/orfs finish
==> ./config.mk <==
export PLATFORM = sky130hd
export DESIGN_NAME = blinky_led
export DESIGN_NICKNAME = blinky_led
export VERILOG_FILES = /design/flow/design.v
export SDC_FILE = /design/flow/constraint.sdc
export NUM_CORES = 4
export LEC_CHECK = 1
export CORE_AREA = 10 10 106 106
export DIE_AREA = 0 0 116 116
==> ./constraint.sdc <==
current_design blinky_led

set clk_period 3.6
set clk_io_pct 0.2

create_clock -name clk0 -period $clk_period [get_ports {clk}]

set non_clock_inputs [all_inputs -no_clocks]
set_input_delay [expr $clk_period * $clk_io_pct] -clock clk0 $non_clock_inputs
set_output_delay [expr $clk_period * $clk_io_pct] -clock clk0 [all_outputs]
==> results_slide.txt <==
Physical Implementation Snapshot

Floorplanning
  • Die area: 0.0135 mm²
  • CORE AREA: roughly 0.009 mm²
  • # IOs: 7
  • Chip Height: 116 µm
  • Die W: 116 µm
  • FP Util: roughly 16%
  • Std-Cell Rows: 34

Timing
  • Skew final: 6.25 ps
  • Max-Slew Margin vs Limit: between 70% and 80%
  • Worst setup margin: between 1500 and 2000 ps
  • Max-slew violations: 0
  • Slew @ Worst Pin: approximately 420 ps
  • Hold Vio Cnt, Final: 0
  • Final setup fails: 0
  • F_max: between 500 and 600 MHz
  • Post-route setup TNS: 0 ps
  • Final min period: a little under 2000 ps
  • Period utilisation layout: a little over half
  • Unrepaired setup endpoints after global routing: no

Global routing
  • Global-route usage over all layers: ~3.8%
  • Initial antenna violation count: 0
  • Grt ovf: 0
  • Number of global-route vias before repair: 966
  • First-pass GRT wire length: about 4.4 mm
  • Largest net degree at the start of global routing: 19

Hold path
  • Worst hold-check path type: reg -> reg

Drt
  • Iter 0 DRT Violations: about 48
  • Detail Route Antenna Nets: 0
  • First drt pass iteration count: 4
  • Vias: 1,054
  • DRC: 0
  • Avg WL per Cell: about 9.6 µm
  • Ant diodes: 0
  • Vias per cell: ~4
  • WL final: approximately 2.6 mm

Synthesis
  • Synthesis Warnings: 1
  • Cell area leaders: dfxtp_1, edfxtp_1, xnor2_1
  • Cell type with the largest total area: dfxtp_1
  • Top-area cell share: between 30% and 40%
  • EDFF count, synth: 6
  • Sequential-to-total area share from yosys stat: roughly 46%
  • Number of synthesized register bits: 30
  • Synth cell types: 37
  • Chip Area, Yosys: approximately 0.0014 mm²
  • Synth Cell Area: about 0.0014 mm²
  • Synth Instances: 150
  • Avg Cell Area, Syn: roughly 9.5 µm²
  • Yosys stat cell total: ~150
  • Most used flip-flop cell: dfxtp_1
  • Post-synthesis async set-or-reset flop share: 0%

Cells and area
  • Area grow syn2layout: 16.9%
  • Non-Filler Instances: between 200 and 300
  • Share of layout cells above drive strength 1: a little under a tenth
  • Fillers: a little under 1,000

Worst setup path
  • Buf/Inv on CP: 2
  • Critical path required time: about 2900 ps
  • CP top delay family: buffers and inverters
  • Crit path largest cell delay: roughly 460 ps
  • Worst-path fanout max: 3
  • CP Class: reg -> out
  • Slowest cell on crit path: clkdlybuf4s50_1
  • Worst path cell trace: inv_1, clkdlybuf4s50_1
  • Crit. End Element: output pin
  • Worst path arrival time: approximately 1300 ps
  • Critical Path Start Type: register

Placement
  • Place WS: 1790 ps
  • Detailed Place HPWL: 1.74 mm
  • Dpl cells: ~260
  • GPL Wtd Cong: approximately 0.86
  • Port Buf Inserts: 6

Pwr
  • VDD IR max: 0.130 mV
  • Cell Pwr Density: 360 mW/mm²
  • P_leak: between 0.5 and 0.6 nW

CTS
  • Sink Count: 30
  • CTS H-tree lvls: 2
  • Hold-fix buffers at CTS: 0
  • Setup Fix Bufs, Post-CTS: 0
  • Clock latency (worst-skew pair): roughly 280 ps
  • CTS Root Cell: clkbuf_8
  • Max clock buf depth: 2
  • CTS resizes: 0
  • Worst-path clk slew: approximately 60 ps
  • CTS Buf Count: 5
  • CTS tree: built

Job
  • Max Cap Violations: 0
  • Tool warning count: 26

Run status
  • Status: completed
[sequential cells by signal (all words and copies together) (netlist names)]
signal and count:
ledCounter 6, clockCounter 24
[worst register-to-register path, stage by stage, from the launching register on]
cell     delay [ps]
dfxtp_1         350
inv_1            70
ha_1            130
nor4b_1         240
nand4_1         290
nor2_1          160
buf_4           250
[stage by stage]
step / total power [W] / area, µm² / hold slack [ps] / util [%]
2_1_floorplan: 0.000349 / 1420 / 447 / -
3_3_place_gp: 0.000349 / 1580 / 473 / 17.8
3_5_place_dp: 0.000349 / 1580 / 477 / 17.8
4_1_cts: 0.000605 / 1660 / 488 / 18.8
5_1_grt: 0.000619 / 1660 / 502 / 18.8
6_report: 0.000598 / 1660 / 485 / 18.8
[cells by family after synthesis]
group,share of synthesized area [%]
adder cells (fa/ha/maj),2.64
AND-OR/OR-AND,6.60
AND/OR/NAND/NOR,27.2
flip-flops,46.5
XOR/XNOR,11.1
buffers and inverters,5.99
[cells in the mapped netlist, types with 4 or more instances]
master	n
a21oi_1	6
dfxtp_1	24
xnor2_1	9
xor2_1	9
inv_1	10
nand3_1	13
buf_2	4
and4_1	4
nand4_1	7
o21ai_0	4
nand2_1	8
edfxtp_1	6
nor2_1	11
[area by class of cell]
| type | instances | area (µm²) | area share, % |
|---|---|---|---|
| clock buffers | 5 | 68.8 | 4.14 |
| clock inverters | 3 | 16.3 | 0.979 |
| inverters | 10 | 37.5 | 2.26 |
| multi-input cells | 102 | 676 | 40.7 |
| flip-flops and latches | 30 | 661 | 39.8 |
| well taps | 108 | 135 | 8.13 |
| repair buffers | 7 | 67.6 | 4.07 |
[report_power, final]
part	internal [W]	switching (W)	leakage (nW)
registers	0.000341	0	0.263
clock network	0.000132	0.000125	0.0416
logic	0	0	0.281
[placed cells by master, fill, tap and decap left out, types with 5 or more instances in the layout]
master / instances
xnor2_1: 9
clkdlybuf4s50_1: 6
dfxtp_1: 24
clkbuf_8: 5
xor2_1: 9
edfxtp_1: 6
inv_1: 10
nand3_1: 13
a21oi_1: 6
nand2_1: 8
nand4_1: 7
nor2_1: 11
[routing by layer]
metal / vias to the layer above / global-route usage (%) / routed length, µm
met5: - / 0 / 0
met2: 25 / 5.54 / 1030
li1: 543 / - / -
met3: 7 / 1.10 / 154
met4: 0 / 0.584 / 36
met1: 479 / 5.67 / 1340
[worst paths after layout]
kind | from | endpoint | slack [ps] | depth (start not counted)
worst max-delay path | ledCounter[3] | led[3] | 1620 | 2
worst min-delay path | clockCounter[23] | clockCounter[23] | 490 | 2
worst max register to register | clockCounter[0] | ledCounter[1] | 1790 | 6
worst min register to register | clockCounter[23] | clockCounter[23] | 490 | 2
Power figures rest on the tool's default switching activity, not on a simulated workload.
